### /design/flow/run.sh
#!/bin/bash
# OpenROAD 26Q1-2900-gdf79404cd8, Yosys 0.63+post, stock flow scripts
make -C /OpenROAD-flow-scripts/flow DESIGN_CONFIG=/design/flow/config.mk WORK_HOME=/design/flow/orfs finish
### /design/flow/config.mk
export PLATFORM = sky130hd
export DESIGN_NAME = keep_data_or_not
export DESIGN_NICKNAME = keep_data_or_not
export VERILOG_FILES = /design/flow/design.v
export SDC_FILE = /design/flow/constraint.sdc
export NUM_CORES = 4
export LEC_CHECK = 1
export CORE_AREA = 10 10 70 70
export DIE_AREA = 0 0 80 80
### /design/flow/constraint.sdc
current_design keep_data_or_not

set clk_period 1.0
set clk_io_pct 0.2

create_clock -name clk0 -period $clk_period [get_ports {clk}]

set non_clock_inputs [all_inputs -no_clocks]
set_input_delay [expr $clk_period * $clk_io_pct] -clock clk0 $non_clock_inputs
set_output_delay [expr $clk_period * $clk_io_pct] -clock clk0 [all_outputs]
### /design/flow/design.v
`timescale 1ns / 1ps
module keep_data_or_not(
input LEVEL,
input clk,
input rst,
output reg Z
    );
reg [1:0] state, nextState; 
parameter ONE=2'b00, two=2'b01, three=2'b10, four = 2'b11 ; 
always @ (LEVEL or state)  begin
 case (state) 
 ONE: if (LEVEL) begin nextState = two; Z<=0; end 
	else begin nextState = ONE; Z<=0; end
 two: if (LEVEL) begin nextState = two; Z<=0; end 
	else begin nextState = three ; Z<=1; end
 three :if (LEVEL) begin nextState = four ; Z<=1; end 
	else begin nextState = three; Z<=1; end
 four :if (LEVEL) begin nextState = four ; Z<=1; end 
	else begin nextState = ONE ; Z<=0; end
 endcase
 end
always @ (posedge clk or negedge rst) begin 
 if(!rst) state <= ONE; 
 else state <= nextState; 
end  
endmodule 
==> run summary <==
Implementation results. The flow ran to the end, but the final reports show violations. The final reports fail on setup timing. Looking at the clock tree report, the H-tree level count equals 1. Clock sink count landed at 4. The script extracted a total leakage power of approximately 0.13 nW. In the finished design, the share of the clock period the worst path needs comes to 1.25. Site row count landed at 21. Counting the warning lines in the Yosys log gives 1.

The largest registers in the layout are state (4). Height of the die landed at 80 µm. The worst setup path is launched from a register. Number of routed nets with antenna violations landed at 0. The power report attributes to the clock group a share of 0.466. Looking at the max-slew report, the worst-margin pin has a slew of between 0.15 and 0.2 ns. Per the timing report, the achievable frequency comes out to 0.802 GHz. Number of antenna violations at the first check in global routing landed at 0. Cts-stage hold buffer count landed at 0.

For this design the ratio of total power to cell area is around 1600 mW/mm². At the worst endpoint, the required time is about 0.80 ns. The tree is rooted in a clkbuf_4.

STA lists the endpoint of the worst register-to-register path as state[2]. Per the synthesis report, the number of distinct cell types is 6. Number of warnings in the stage logs landed at 27. Per the timing report, the most critical flop-to-flop path originates at state[2]. In the synthesized netlist the async set-or-reset flop fraction comes to 1.00. Number of pins with negative max-slew slack in the final report landed at 0. Area added between synthesis and finish landed at 99.1%. The worst VDD IR drop from the latest analysis is between 0.2 and 0.25 mV. The final weighted congestion recorded by global placement is between 0.6 and 0.7.

Number of global-route vias before repair landed at ~140. The post-placement cell area is 264 µm². Maximum clock skew at final layout landed at 0.00856 ns. By area the synthesized netlist is led by dfrtp_1 (51%), dfstp_2 (18%), nor2_1 (10%), o21a_1 (10%), a211o_1 (6.0%). After detailed routing, the number of remaining DRC violations is 0. The number of cells reported by Yosys stat comes to 12. Fraction of post-synthesis cell area in the top cell type by area landed at 0.513.

The horizontal die dimension reported for this design is around 80 µm. Number of placed I/O pins landed at 4. The critical path maximum fanout is 2. Minimum period implied by the final worst setup slack landed at roughly 1.2 ns. The synthesized design contains 0 enable-type register cells. TritonCTS built the clock tree. On the reported timing paths, the clock transition at the registers reads 0.04 ns. Detailed placement HPWL landed at between 200 and 300 µm. Max-capacitance violation count landed at 0. Average via count per standard cell landed at ~1.9. Total internal power landed at between 0.3 and 0.4 mW. The register with the most flip-flops in the layout has 4 of them. Worst reg2reg path depth landed at 3. Global-route wire length before repair landed at just under 600 µm.

Yosys stat chip area landed at around 150 µm². The routed design ends up with an antenna cell count of 0. A synthesized cell averages around 12 µm². Number of DRC violations after detailed-routing iteration 0 landed at 4. The overall die size recorded for this design is ~0.0064 mm².

By startpoint and endpoint, the worst setup path is classified as reg -> out. Per the skew report, the later register of the worst-skew pair sees a clock latency of approximately 0.24 ns. Number of synthesized register bits landed at 4. Sum of overflow across all layers after global routing landed at 0. Floorplan core density landed at 0.0429. The min-delay analysis places its worst path in the category in -> async. The script computed the net switching share of total power as 0.219. Post-layout total power landed at about 0.48 mW. Switching component of the power landed at roughly 0.11 mW.

Remaining max-slew budget at the tightest pin landed at 0.883. For this run, the register share of the synthesized area comes to 0.692. The global routing report lists combined usage of all routing layers as 0.0132.

Of the cells placed in the final design, the portion with a size suffix greater than 1 is 0.417. Per the detail_route report, routed wire per instance is between 5 and 6 µm. Yosys reports that the most numerous cell types are nor2_1 (4), dfrtp_1 (3), o21a_1 (2).

Total routed wirelength landed at ~350 µm. The largest register by flop count is state. Of the total power, registers draw 0.390. The synthesis report names the predominant flop master as dfrtp_1.

The clock passes through at most 2 buffers. Number of detailed-route iterations in the first pass landed at 2. Final worst setup slack landed at -0.246 ns. Number of buffers created by CTS landed at 3. Setup repair after global routing could not meet its margin everywhere. Summed area of non-filler cells in the final layout landed at 292 µm².

After routing, the total negative slack on setup checks comes to -0.246 ns. For reference, the critical path is launched at state[2]. Looking at the gate-level netlist, the highest instance count belongs to nor2_1. Entering global routing, the biggest net connects 5 pins. The worst setup path is captured at a primary output. For flop-to-flop paths, the worst setup slack is about 0.10 ns. dfrtp_1 takes more of the synthesized area than any other cell. Total number of vias landed at around 140. According to the floorplan report, the placeable core area is about 0.0034 mm². Input and output buffers added on the ports amount to 3. Worst hold slack landed at between 0.15 and 0.2 ns. The arrival time of data at the worst endpoint is listed as roughly 1.1 ns.

Hold-check failures listed in the final report amount to 0. Combinational group share of total power landed at 0.144. Synthesis produced 12 cells. For reference, the critical path is captured by Z. Synthesized area landed at between 100 and 150 µm².

Number of endpoints failing setup at the final stage landed at 1.
area by class of cell:
type                       count  area [µm²]
sequential                     4         101
tap                           46        57.6
clock buffer                   4        26.3
fill                         400        3120
multi-input combinational      8        45.0
timing repair buffer           8        61.3
placed cells by master (no fill, tap or decap), drive strengths merged:
cell	n
clkbuf	4
nor2b	1
clkdlybuf4s50	1
dfrtp	3
o21a	2
dlygate4sd2	1
nor2	4
buf	6
dfstp	1
a211o	1
what timing repair did:
action	CTS	global route
gates resized	4	0
setup buffers	1	0
setup endpoints to repair	1	1
endpoints found under the hold margin	0	0
pin swaps	1	0
worst min-delay path by stage:
stage / endpoint / slack, ns
CTS: state[1] / 0.15
global route: state[3] / 0.15
finish: state[1] / 0.15
metal layers:
layer,global-route usage,part of all wire,vias up
met3,0.0250,0.28,2
met1,0.0100,0.38,62
met4,0.00528,0.028,0
met5,0,0,-
li1,-,-,64
met2,0.0136,0.31,7
kinds of logic after synthesis:
family | after synthesis | synth area share
compound gates | 3 | 0.162
flops | 4 | 0.692
simple gates | 5 | 0.145
metrics by stage:
| stage | utilization | setup slack, ns | cells |
|---|---|---|---|
| 2_1_floorplan | - | 0.0911 | 12 |
| 3_3_place_gp | 0.0773 | -0.608 | 65 |
| 3_5_place_dp | 0.0773 | -0.614 | 65 |
| 4_1_cts | 0.0853 | -0.259 | 70 |
| 5_1_grt | 0.0853 | -0.301 | 70 |
| 6_report | 0.0853 | -0.246 | 70 |
worst max-delay path, cell delays in order, from the launching register on:
cell,delay (ns)
dfrtp_1,0.36
nor2b_1,0.13
a211o_1,0.21
buf_2,0.11
power groups by stage:
stage         Combinational [mW]  Sequential, mW  Clock (mW)
CTS                       0.0706           0.187       0.236
global route              0.0777           0.189       0.256
finish                    0.0694           0.188       0.224
No activity file was given, so power comes from the tool's default toggle rates.
