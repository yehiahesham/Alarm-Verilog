===== design/flow/run.sh =====
#!/bin/bash
# OpenROAD 26Q1-2900-gdf79404cd8, Yosys 0.63+post, stock flow scripts
make -C /OpenROAD-flow-scripts/flow DESIGN_CONFIG=/design/flow/config.mk WORK_HOME=/design/flow/orfs finish

===== design/flow/config.mk =====
export PLATFORM = sky130hd
export DESIGN_NAME = ClockDivider2
export DESIGN_NICKNAME = ClockDivider2
export VERILOG_FILES = /design/flow/design.v
export SDC_FILE = /design/flow/constraint.sdc
export NUM_CORES = 4
export LEC_CHECK = 1
export CORE_AREA = 10 10 103 103
export DIE_AREA = 0 0 113 113

===== design/flow/constraint.sdc =====
current_design ClockDivider2

set clk_period 3.6
set clk_io_pct 0.2

create_clock -name clk0 -period $clk_period [get_ports {clk}]

set non_clock_inputs [all_inputs -no_clocks]
set_input_delay [expr $clk_period * $clk_io_pct] -clock clk0 $non_clock_inputs
set_output_delay [expr $clk_period * $clk_io_pct] -clock clk0 [all_outputs]

===== design/flow/design.v =====
`timescale 1ns / 1ps
module ClockDivider2( clk, out, rst);
	input clk,rst;
	output reg out;
	integer i;	
	always@(posedge clk or negedge rst) begin
		if(!rst) begin
			i <= 0; 
			out <= 1'b0;
		end
		else begin
				if(i<24999999) 
					i <= i+1;
				else begin
					out <= !out;
					i <= 0; 
				end
			end
	end
endmodule

==> flow_summary.yaml <==
# yosys + openroad results
detailed_routing:
  drtIter0Drc: 105
  n_antenna_cell: 0
  drt_pass1_iterations: 4
  detailroute.via_count: 1216
  drc_errors: 0
  via_per_inst: 4.39
  ant_nets: 0
  avgRoutedWirePerCell_um: 10.8
  finalWirelength_mm: 2.99
clocking:
  clock_path_buffers: 2
  cts.sinks: 33
  ctsHtreeMaxLevel: 2
  clk_pin_slew_worst_paths_ns: 0.07
  root_buffer: "clkbuf_8"
  cts-hold-fix-buffers: 0
  cts_made_buffers: 5
  cts_resized: 0
  cts_tree: "done"
  post_cts_buffers: 0
  clock.latency.late_pin_ns: 0.29
global_route:
  antenna_found_initial: 0
  grt_usage: 0.0502
  first_global_vias: 1189
  grt_pass1_wl_mm: 5.61
  grt_start_max_net_pins: 34
  gr-total-overflow: 0
power_and_ir_drop:
  pwr_density_cell_nw_per_um2: 345
  ir_drop_v: 0.000179
  p_leak_nw: 0.861
die:
  pin_count: 3
  die_x_um: 113
  core.rowCount: 33
  fp.dieH_um: 113
  die_area_sq_um: 12800
  coreArea_sq_um: 8300
  initCoreUtil: 0.202
sta:
  worst-slew-pin-transition_ns: 0.633
  setup_tns_ns: 0
  rsz0062_at_grt: "no"
  slew_viol_final: 0
  clock_skew_ns: 0.00507
  min_period_ns: 2.11
  hold_viol: 0
  setup_viol: 0
  timing.fmax_mhz: 473
  slew_headroom: 0.575
  finalCritPeriodShare: 0.587
yosys:
  syn_inst: 166
  yosys.area.top_type: "dfrtp_1"
  ys.flops: 33
  common_cells: "dfrtp_1, nor2_1, xor2_1, nand4_1, nand3_1"
  ys_warn_count: 1
  synthArstFlopShare: 1.00
  ys_top_cells_by_area: "dfrtp_1, xor2_1, nor2_1"
  ys.flop_type: "dfrtp_1"
  synth_seq_share: 0.491
  yosysCellCount: 166
  yosysUniqueCellTypes: 28
  syn_area_per_cell_sq_um: 10.1
  yosysTopAreaCellShare: 0.491
  edf_count: 0
  yosys-stat-area_sq_um: 1680
  synth_area_sq_um: 1680
job:
  maxCapViolCount: 0
  warning_count: 25
status:
  status: "complete, no violations"
hold_path:
  hold_path_startpoint: "out"
  hold_path_class: "flop to flop"
worst_setup_path:
  cp_cell_sequence: "and3_1 > and3_1 > nand4_1 > o21ai_2 > buf_4 > nor2_1"
  cp_common_cell: "and3_1"
  path_class: "flop to flop"
  cp_max_fo: 19
  crit_family: "simple AND/OR/NAND/NOR gates"
  slowest_stage: "o21ai_2"
  end_kind: "flop"
  required_ns: 3.77
  timing.rr.start: "i[18]"
  startpoint_type: "flop"
  crit_start: "i[18]"
  critical_path_buf_inv_count: 1
  cp.arrival_ns: 2.28
  slowest_delay_ns: 0.47
placed_design:
  dp_hpwl_mm: 1.95
  numPortBuffers: 2
  place.gp.congestion: 0.789
cells_and_area:
  utilization: 0.227
  drive_gt1_frac: 0.0814
  synthToLayoutAreaGrowth_pct: 12.1
  num-fill-cells: 862
## final timing paths
path | endpoint | slack [ns] | cells past startpoint
max | i[9] | 1.49 | 6
min | out | 0.48 | 1
max reg2reg | i[9] | 1.49 | 6
min reg2reg | out | 0.48 | 1
max in group asynchronous | i[15] | 2.46 | 2
min in group asynchronous | i[14] | 0.83 | 2
## logic make-up after synthesis
logic type,count (synthesis),synth area share
xor gates and xnor gates,29,0.151
AOI/OAI and AO/OA,8,0.0462
buffers and inverters,9,0.0357
DFF,33,0.491
and+or+nand+nor,86,0.268
adders and majority gates,1,0.00744
## flip-flops by register name, indices dropped and copies added (netlist names)
signal	cells
i	32
out	1
## through the flow
step / instances / setup WS, ns / hold WS, ns / total power, mW / cell area [sq um]
after floorplan: 166 / 1.85 / 0.420 / 0.378 / 1680
after global placement: 269 / 1.53 / 0.488 / 0.387 / 1800
after detailed placement: 269 / 1.48 / 0.487 / 0.387 / 1800
after CTS: 277 / 1.47 / 0.498 / 0.661 / 1880
after global routing: 277 / 1.27 / 0.531 / 0.681 / 1880
final: 277 / 1.49 / 0.480 / 0.650 / 1880
## area by class of cell
class	count	area (sq um)	share of cell area
Clock inverter	3	17.5	0.00930
Timing Repair Buffer	4	35.0	0.0186
Multi-Input combinational cell	124	795	0.422
Inverter	3	11.3	0.00598
Tap cell	105	131	0.0697
Sequential cell	33	826	0.438
Clock buffer	5	68.8	0.0365
## cells in the final DEF (no fill, tap or decap)
cell type	synthesis	layout
a31oi_1	2	2
dfrtp_1	33	33
nor3_1	2	2
and2_1	1	1
clkdlybuf4s50_1	0	2
nand4_1	16	16
o21ai_0	1	1
clkinvlp_4	0	1
a21oi_1	1	1
nor4b_1	1	1
and4_1	3	3
nand3_1	10	10
buf_4	0	2
a41o_1	1	1
a41oi_1	1	1
nor3_4	1	1
nand4b_1	1	1
clkinv_2	0	2
a2111oi_4	1	1
nor2_1	33	33
o21ai_2	1	1
xnor2_1	4	4
inv_1	3	3
or3_1	1	1
or4_4	1	1
clkbuf_8	0	5
nand2_1	7	7
xor2_1	25	25
ha_1	1	1
and3_1	8	8
nor4_1	1	1
## power breakdown
part,internal (mW),leakage (nW),switching (mW),total [mW]
clock,0.133,0.0439,0.138,0.271
sequential,0.371,0.451,0,0.371
combinational,0.00165,0.366,0.00705,0.00870
total,0.506,0.861,0.145,0.650
## metal layers
metal,wire length [um],track usage,vias up
met5,0,0,-
met4,35,0.00931,0
met3,197,0.0139,7
met2,1270,0.0707,28
met1,1480,0.0754,594
li1,-,-,587
Power and IR drop assume default switching activity.
